==> ./design.v <==
module RegInit #(
    parameter WIDTH = 8,
    parameter INIT = 0
) (
    input clk,
    input rst,
    input en,
    input [WIDTH-1:0] D,
    output [WIDTH-1:0] Q
);
    reg [WIDTH-1:0] data;
    assign Q = data;
    always @(posedge clk) begin
        data <= rst ? INIT : (en ? D : Q); 
    end
endmodule
==> ./run.sh <==
#!/bin/bash
# OpenROAD 26Q1-2900-gdf79404cd8, Yosys 0.63+post, stock flow scripts
make -C /OpenROAD-flow-scripts/flow DESIGN_CONFIG=/design/flow/config.mk WORK_HOME=/design/flow/orfs finish
==> ./config.mk <==
export PLATFORM = sky130hd
export DESIGN_NAME = RegInit
export DESIGN_NICKNAME = RegInit
export VERILOG_FILES = /design/flow/design.v
export SDC_FILE = /design/flow/constraint.sdc
export NUM_CORES = 4
export LEC_CHECK = 1
export CORE_AREA = 10 10 70 70
export DIE_AREA = 0 0 80 80
==> ./constraint.sdc <==
current_design RegInit

set clk_period 1.1
set clk_io_pct 0.2

create_clock -name clk0 -period $clk_period [get_ports {clk}]

set non_clock_inputs [all_inputs -no_clocks]
set_input_delay [expr $clk_period * $clk_io_pct] -clock clk0 $non_clock_inputs
set_output_delay [expr $clk_period * $clk_io_pct] -clock clk0 [all_outputs]
==> impl_metrics.toml <==
# flow metrics
[cells_and_area]
drive_gt1_share_pct = 26.1
fin_cells = 92
syn2layout_area_growth_pct = 93.0
top_regs = "data x8"
regArea_um2 = 170
fillers = 395
largest_register_ffs = 8
top_register = "data"
combGateArea_um2 = 110

[place]
dpl.cell_count = 89
port_buffers = 18
globalplace.congestion = 0.678
place_ws_ns = -0.140

[grt]
antenna_found_initial = 0
gr-total-overflow = 0
grt_pass1_vias = 298
grt_max_degree = 9
grt_pass1_wl_mm = 1.32
track_usage_pct = 2.63

[run_status]
status = "complete, no violations"

[job]
cap_violations = 0
warning_count = 25

[final_timing]
fin_skew_ns = 0
final_hold_viol_count = 0
setup_ws_ns = 0.0917
fin_crit_sh_pct = 91.7
timing.fmax_mhz = 992
worstMarginPinSlew_ns = 0.303
final_max_slew_viol_count = 0
max_slew_margin_pct = 79.8
rsz0062_at_grt = "no"
finalSetupViolCount = 0
finalCriticalPeriod_ns = 1.01

[clocking]
clockBufferDepth = 2
clkTransAtPathRegs_ns = 0.05
cts-hold-fix-buffers = 0
cts_buffers = 3
clock_latency_ns = 0.24
cts.sinks = 8
cts_tree = "done"
cts-root-buf = "clkbuf_4"
cts-htree-levels = 1

[routing]
ant_nets = 0
drt-vias-per-instance = 2.71
drtPass1Iterations = 4
drt-total-wl_um = 853
route.detailed.drc = 0
antennaDiodeCount = 0
vias = 249
routedWlPerCell_um = 9.27
first_iter_violations = 11

[floorplan]
die_x_um = 80
rows = 21
io_pins = 19
fp_util_pct = 8.35
die-area_mm2 = 0.00640
core_mm2 = 0.00342
die_h_um = 80

[critical_path]
crit_slowest_cell = "dfxtp_2"
worstSetupPathType = "flop to primary output"
critPathTopFamily = "flip-flops"
critPathMaxStageDelay_ns = 0.31
end_kind = "primary output"
crit_arrival_ns = 0.79
start_kind = "flop"
required_ns = 0.88
path_buffers = 1
worstPathCellList = "dlygate4sd2_1"
critPathMaxFanout = 2

[yosys]
yosys-top-cells-count = "dfxtp_1 (8), mux2i_1 (8), nor2_1 (8)"
synth.top_cell.area_share_pct = 56.1
async_reset_ff_share_pct = 0
topCellsByArea = "dfxtp_1 (56%), mux2i_1 (28%), nor2_1 (11%), buf_6 (3.9%), buf_1 (1.3%)"
netlist_area_um2 = 285
avgSynthCellArea_um2 = 11.0
ys_warn_count = 1
ys_cells = 26
ys_seq_share_pct = 56.1
flop_cell = "dfxtp_1"
largest_area_cell = "dfxtp_1"
synth-edff-count = 0
ys_chip_area_um2 = 285
ys_types = 5
numSynthFlops = 8
synthCells = 26

[power]
leakagePower_nw = 0.251
pwr_density_cell_mw_per_mm2 = 1140
ir_drop_v = 0.000197

[worst_hold_path]
worstHoldPathType = "flop to flop"
==> per-layer routing <==
layer,up-vias,part of all wire (%),global-route usage (%)
li1,124,-,-
met1,121,29,2.01
met2,2,65,5.54
met3,2,4.5,1.14
met4,0,0.82,0.704
met5,-,0,0
==> power breakdown <==
part	total, mW	leakage (nW)	switching [mW]	internal, mW
registers	0.319	0.0689	0.00817	0.311
clock network	0.208	0.0138	0.0840	0.124
logic	0.0987	0.168	0.0286	0.0701
total	0.626	0.251	0.121	0.505
==> cells by family (layout without fill, tap and decap cells) <==
| kind of cell | after synthesis | in the layout | share of synthesized area, % |
|---|---|---|---|
| simple gates | 8 | 8 | 10.5 |
| buf+inv | 2 | 22 | 5.26 |
| mux | 8 | 8 | 28.1 |
| flops | 8 | 8 | 56.1 |
==> layout make-up <==
class	instances	share of cell area (%)
clock buffers	3	4.09
repair buffers	19	34.5
well taps	46	10.5
flip-flops and latches	8	30.9
multi-input cells	16	20.0
==> cell usage in the layout, fill, tap and decap left out <==
master,instances
clkdlybuf4s50_1,10
dfxtp_2,8
mux2i_1,8
clkbuf_4,3
buf_12,1
nor2_1,8
dlygate4sd2_1,8
==> worst paths after layout <==
kind         startpoint      end  slack (ns)  cells after the start
min             data[3]  data[3]        0.48                      2
min reg2reg     data[3]  data[3]        0.48                      2
max             data[2]     Q[2]        0.09                      1
max reg2reg     data[0]  data[0]        0.49                      2
==> stage by stage <==
step                hold slack [ns]  cell area [µm²]  utilization (%)  power (mW)  setup TNS [ns]
finish                        0.484              551             16.1       0.626               0
global route                  0.512              551             16.1       0.664               0
CTS                           0.490              551             16.1       0.643               0
detailed placement            0.494              528             15.5       0.435           -1.05
global placement              0.488              528             15.5       0.434          -0.973
floorplan                     0.367              285                -       0.353               0
==> timing repair <==
| action | CTS | global route |
|---|---|---|
| endpoints found under the setup margin | 8 | 0 |
| gates resized | 16 | 0 |
| setup buffers | 0 | 0 |
Power figures rest on the tool's default switching activity, not on a simulated workload.
